### design.v
module top(
    input wire [1:0] key_n,
    output wire [7:0] led,
    input wire [3:0] dip_switch,
    output wire [12:0] dram_addr,
    inout wire [15:0] dram_dq,
    output wire [1:0] dram_ba,
    output wire [1:0] dram_dqm,
    output wire dram_ras_n,
    output wire dram_cas_n,
    output wire dram_cke,
    output wire dram_clk,
    output wire dram_we_n,
    output wire dram_cs_n,
    output wire i2c_sclk,
    inout wire i2c_sdat,
    input wire gpio_0_in0,
    inout wire gpio_00,
    input wire gpio_0_in1,
    inout wire gpio_01,
    inout wire gpio_02,
    inout wire gpio_03,
    inout wire gpio_04,
    inout wire gpio_05,
    inout wire gpio_06,
    inout wire gpio_07,
    inout wire gpio_08,
    inout wire gpio_09,
    inout wire gpio_010,
    inout wire gpio_011,
    inout wire gpio_012,
    inout wire gpio_013,
    inout wire gpio_014,
    inout wire gpio_015,
    inout wire gpio_016,
    inout wire gpio_017,
    inout wire gpio_018,
    inout wire gpio_019,
    inout wire gpio_020,
    inout wire gpio_021,
    inout wire gpio_022,
    inout wire gpio_023,
    inout wire gpio_024,
    inout wire gpio_025,
    inout wire gpio_026,
    inout wire gpio_027,
    inout wire gpio_028,
    inout wire gpio_029,
    inout wire gpio_030,
    inout wire gpio_031,
    inout wire gpio_032,
    inout wire gpio_033,
    input wire gpio_1_in0,
    inout wire gpio_10,
    input wire gpio_1_in1,
    inout wire gpio_11,
    inout wire gpio_12,
    inout wire gpio_13,
    inout wire gpio_14,
    inout wire gpio_15,
    inout wire gpio_16,
    inout wire gpio_17,
    inout wire gpio_18,
    inout wire gpio_19,
    inout wire gpio_110,
    inout wire gpio_111,
    inout wire gpio_112,
    inout wire gpio_113,
    inout wire gpio_114,
    inout wire gpio_115,
    inout wire gpio_116,
    inout wire gpio_117,
    inout wire gpio_118,
    inout wire gpio_119,
    inout wire gpio_120,
    inout wire gpio_121,
    inout wire gpio_122,
    inout wire gpio_123,
    inout wire gpio_124,
    inout wire gpio_125,
    inout wire gpio_126,
    inout wire gpio_127,
    inout wire gpio_128,
    inout wire gpio_129,
    inout wire gpio_130,
    inout wire gpio_131,
    inout wire gpio_132,
    inout wire gpio_133,
    inout wire [12:0] gpio_2,
    input wire [2:0] gpio_2_in,
    output wire adc_cs_n,
    output wire adc_saddr,
    input wire adc_sdat,
    output wire adc_sclk,
    input wire g_sensor_int,
    output wire g_sensor_cs_n,
    input wire clock_50
);
    assign dram_addr = 'z;
    assign dram_dq = 'z;
    assign dram_ba = 'z;
    assign dram_dqm = 'z;
    assign dram_ras_n = 'z;
    assign dram_cas_n = 'z;
    assign dram_cke = 'z;
    assign dram_clk = 'z;
    assign dram_we_n = 'z;
    assign dram_cs_n = 1;
    assign i2c_sclk = 'z;
    assign i2c_sdat = 'z;
    assign gpio_00 = 'z;
    assign gpio_01 = 'z;
    assign gpio_02 = 'z;
    assign gpio_03 = 'z;
    assign gpio_04 = 'z;
    assign gpio_05 = 'z;
    assign gpio_06 = 'z;
    assign gpio_07 = 'z;
    assign gpio_08 = 'z;
    assign gpio_09 = 'z;
    assign gpio_010 = 'z;
    assign gpio_011 = 'z;
    assign gpio_012 = 'z;
    assign gpio_013 = 'z;
    assign gpio_014 = 'z;
    assign gpio_015 = 'z;
    assign gpio_016 = 'z;
    assign gpio_017 = 'z;
    assign gpio_018 = 'z;
    assign gpio_019 = 'z;
    assign gpio_020 = 'z;
    assign gpio_021 = 'z;
    assign gpio_022 = 'z;
    assign gpio_023 = 'z;
    assign gpio_024 = 'z;
    assign gpio_025 = 'z;
    assign gpio_026 = 'z;
    assign gpio_027 = 'z;
    assign gpio_028 = 'z;
    assign gpio_029 = 'z;
    assign gpio_030 = 'z;
    assign gpio_031 = 'z;
    assign gpio_032 = 'z;
    assign gpio_033 = 'z;
    assign gpio_10 = 'z;
    assign gpio_11 = 'z;
    assign gpio_12 = 'z;
    assign gpio_13 = 'z;
    assign gpio_14 = 'z;
    assign gpio_15 = 'z;
    assign gpio_16 = 'z;
    assign gpio_17 = 'z;
    assign gpio_18 = 'z;
    assign gpio_19 = 'z;
    assign gpio_110 = 'z;
    assign gpio_111 = 'z;
    assign gpio_112 = 'z;
    assign gpio_113 = 'z;
    assign gpio_114 = 'z;
    assign gpio_115 = 'z;
    assign gpio_116 = 'z;
    assign gpio_117 = 'z;
    assign gpio_118 = 'z;
    assign gpio_119 = 'z;
    assign gpio_120 = 'z;
    assign gpio_121 = 'z;
    assign gpio_122 = 'z;
    assign gpio_123 = 'z;
    assign gpio_124 = 'z;
    assign gpio_125 = 'z;
    assign gpio_126 = 'z;
    assign gpio_127 = 'z;
    assign gpio_128 = 'z;
    assign gpio_129 = 'z;
    assign gpio_130 = 'z;
    assign gpio_131 = 'z;
    assign gpio_132 = 'z;
    assign gpio_133 = 'z;
    assign gpio_2 = 'z;
    assign adc_cs_n = 1;
    assign adc_saddr = 'z;
    assign adc_sclk = 'z;
    assign g_sensor_cs_n = 1;
    wire logic [1:0] key = ~key_n;
    shifter sh(.key, .led, .clock_50);
endmodule
module shifter(
    input wire [1:0] key,
    output wire [7:0] led,
    input wire clock_50
);
    var bit [7:0] count = 0;
    assign led = count;
    var bit down = 0;
    always @(posedge clock_50) begin
        if (down) begin
            if (key == 2'b00) begin
                down <= 0;
            end
        end else begin
            unique case (key)
                2'b11: begin
                    down <= 1;
                end
                2'b10: begin
                    down <= 1;
                    count <= {count[6:0], 1'b0};
                end
                2'b01: begin
                    down <= 1;
                    count <= {count[6:0], 1'b1};
                end
                default: begin end
            endcase
        end
    end
endmodule
### run.sh
#!/bin/bash
# OpenROAD 26Q1-2900-gdf79404cd8, Yosys 0.63+post, stock flow scripts
make -C /OpenROAD-flow-scripts/flow DESIGN_CONFIG=/design/flow/config.mk WORK_HOME=/design/flow/orfs finish
### config.mk
export PLATFORM = sky130hd
export DESIGN_NAME = top
export DESIGN_NICKNAME = top
export VERILOG_FILES = /design/flow/design.v
export SDC_FILE = /design/flow/constraint.sdc
export NUM_CORES = 4
export LEC_CHECK = 1
export CORE_AREA = 10 10 70 70
export DIE_AREA = 0 0 80 80
### constraint.sdc
current_design top

set clk_period 1.5
set clk_io_pct 0.2

create_clock -name clk0 -period $clk_period [get_ports {clock_50}]

set non_clock_inputs [all_inputs -no_clocks]
set_input_delay [expr $clk_period * $clk_io_pct] -clock clk0 $non_clock_inputs
set_output_delay [expr $clk_period * $clk_io_pct] -clock clk0 [all_outputs]
==> deck_impl_summary.md <==
Run Summary

Die
  – Initial Util: 36.6%
  – Rows: 21
  – Die Y: 80 um
  – Chip area: 0.00640 mm2
  – Core area: 0.00342 mm2
  – Io pins: 150
  – Die X: 80 um

Job
  – Tool Warnings: 39
  – Number of max-cap violations: 0

Placement
  – Place WS: -188 ps
  – Detailed-placement wirelength estimate: 2000 um
  – DP Cell Count: 198
  – Routability cong.: 0.690
  – Port Buf Inserts: 10
  – Placed inst area: 942 um2

Setup path
  – CP max FO: 8
  – Worst path arrival time: 1380 ps
  – Reg2Reg Depth: 2
  – Reg-to-Reg Start: sh.down
  – R2r setup slk: 650 ps
  – Type of origin of the critical path: primary input
  – Crit Path Class: in -> reg
  – CP endpoint kind: register
  – Reg2reg end: sh.count[3]
  – CP Data Required Time: 1460 ps

Worst hold path
  – Hold crit path type: reg -> reg
  – Worst Hold Launch: sh.count[0]
  – Worst Hold Depth: 0
  – Hold EP: sh.count[1]

Global routing
  – Initial antenna violation count: 0
  – Gr usage total: 4.64%
  – Vias in the first global route: 563
  – First-pass GRT wire length: 2520 um
  – Largest net degree at the start of global routing: 9
  – Routing usage on met2: 8.35%
  – Gr busiest metal: met2
  – Total congestion overflow: 0
  – Met3 usage: 2.61%
  – GRT met1 Usage: 4.68%

CTS
  – CTS tree: yes
  – CTS buffer count: 3
  – Clock Tree Root: clkbuf_4
  – # clock sinks: 9
  – Cts hold-fix bufs: 0
  – H-tree Lvls: 1
  – Post-CTS sizing: 0
  – Clock latency on the worst-skew pair: 250 ps
  – Clk slew on worst S/H paths: 60 ps
  – Bufs on Longest Clock Path: 2
  – Postcts setup bufs: 0

Cells and area
  – P&R area growth vs syn: -22.5%
  – Design area: 968 um2
  – Non-filler cells, final: 202
  – Filler instances: 380
  – Final Core Density: 28.4%
  – Share of layout cells above drive strength 1: 3.21%
  – Reg area: 260 um2
  – Logic area: 502 um2

Yosys
  – Top cells by count: buf_4 (126), edfxtp_1 (8), conb_1 (2), ha_1 (2), inv_1 (2)
  – Ys async rst share: 0%
  – Post-synth tally of flip-flops with integrated enable: 8
  – Dominant register cell: edfxtp_1
  – Yosys simple share: 0.300%
  – Yosys cell count: 142
  – Main logic family after synthesis: buffers and inverters
  – Avg Cell Area, Syn: 8.80 um2
  – Area leader, netlist: buf_4
  – Synth top cell by count: buf_4
  – Mapped Area: 0.00125 mm2
  – Yosys xor share: 0%
  – Adders+Majority by Area: 2.00%
  – Top cells, area: buf_4 (76%), edfxtp_1 (19%), ha_1 (2.0%)
  – Ao+oa area frac: 0%
  – Yosys Warn Count: 83
  – Syn Inst Count: 142
  – Synth Seq Share: 20.8%
  – YS chip area: 0.00125 mm2
  – Mux share: 0%
  – Distinct cell type count after synthesis: 7
  – Yosys reg bits: 9
  – Max-area cell share: 75.7%

Timing
  – Fin crit period: 1420 ps
  – Final setup viols: 0
  – Final Hold Vio Count: 0
  – Period Utilization, post-route: 94.5%
  – Clk_skew: 1.14 ps
  – Final Slew Violations: 0
  – Highest clock rate: 0.706 GHz
  – RSZ-0062 raised after global routing: no
  – Setup WS post-layout: 82.8 ps

Routing
  – Remaining antenna violation count: 0
  – Final WL: 2080 um
  – # diodes: 0
  – Drt pass-1 iters: 2
  – DRT iter0 DRCs: 6
  – DRC: 0
  – Routed vias/inst: 2.43
  – Vias: 491
  – WL per Instance: 10.3 um

Run status
  – Status: finished clean

Power and ir drop
  – Leakage power: 0.580 nW
  – Power Dens Cells: 532 mW/mm2
  – Peak VDD IR: 0.235 mV
[report_power, final]
part / total [W] / internal [W] / switching [W]
Clock: 0.000179 / 0.000102 / 0.0000770
Sequential: 0.000285 / 0.000282 / 0.00000326
Combinational: 0.0000506 / 0.0000201 / 0.0000305
Total: 0.000515 / 0.000404 / 0.000111
[layout make-up]
type	instances	area share, %
multi-input cells	129	51.8
clock buffers	4	2.71
inverters	2	0.775
repair buffers	12	11.9
flip-flops and latches	9	26.9
well taps	46	5.94
[per-stage QoR]
step	TNS [ps]	total power [W]	hold WS, ps
final	0	0.000515	443
after detailed placement	-1500	0.000350	430
after floorplan	0	0.000528	400
after CTS	0	0.000531	444
after global placement	-1500	0.000351	430
after global routing	0	0.000556	457
[placed cells by master, fill, tap and decap left out]
cell type and count:
dfxtp_1 1, ha_1 2, clkdlybuf4s50_1 10, clkbuf_4 3
nor2_1 1, inv_1 2, clkbuf_1 1, buf_4 2
edfxtp_1 8, conb_1 126
[metal layers]
layer	part of all wire, %	routed length [um]
met5	0	0
met3	19	396
met2	48	999
met1	33	683
met4	0	0
[how the worst max path moves through the flow]
stage / start / endpoint / slack [ps] / cells past startpoint
4_1_cts: key_n[0] / sh.count[5] / 80 / 5
5_1_grt: key_n[0] / sh.count[3] / 30 / 5
6_report: key_n[0] / sh.count[3] / 80 / 5
[registers in the layout, summed over array words and instances, names as in the netlist]
| register | count |
|---|---|
| sh.down | 1 |
| sh.count | 8 |
[critical path, cell delays in order]
cell and delay (ps):
clkdlybuf4s50_1 480, inv_1 40, ha_1 280, nor2_1 110, buf_4 170
[kinds of logic after synthesis]
group         count (synthesis)
fa+ha+maj                     2
buf+inv                     128
flops                         9
other cells                   2
simple gates                  1
Power figures rest on the tool's default switching activity, not on a simulated workload.
